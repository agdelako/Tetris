<file path="./run.sh">
#!/bin/bash
# OpenROAD 26Q1-2900-gdf79404cd8, Yosys 0.63+post, stock flow scripts
make -C /OpenROAD-flow-scripts/flow DESIGN_CONFIG=/design/flow/config.mk WORK_HOME=/design/flow/orfs finish
</file>
<file path="./config.mk">
export PLATFORM = sky130hd
export DESIGN_NAME = ButtonModule
export DESIGN_NICKNAME = ButtonModule
export VERILOG_FILES = /design/flow/design.v
export SDC_FILE = /design/flow/constraint.sdc
export NUM_CORES = 4
export LEC_CHECK = 1
export CORE_AREA = 10 10 88 88
export DIE_AREA = 0 0 98 98
</file>
<file path="./constraint.sdc">
current_design ButtonModule

set clk_period 2.5
set clk_io_pct 0.2

create_clock -name clk0 -period $clk_period [get_ports {vclk}]

set non_clock_inputs [all_inputs -no_clocks]
set_input_delay [expr $clk_period * $clk_io_pct] -clock clk0 $non_clock_inputs
set_output_delay [expr $clk_period * $clk_io_pct] -clock clk0 [all_outputs]
</file>
<file path="./design.v">
`timescale 1ns / 1ps
module ButtonModule(
			 vclk,
			 rst,
			 button,
			 debounced_button 
);
	input					vclk;
	input					rst;
	input					button;
  output				debounced_button;
	reg [18:0]			count;
	reg 					new;
	reg						debounced_button;
	always @(posedge vclk)
	begin
		if (rst)
		begin
			count = 19'b0;
			new = button;
			debounced_button = button;
		end
		else 
		begin
			if (button != new)
			begin
				new = button;
				count = 19'b0;
			end
			else if (count == 19'd500000) 
			begin
				debounced_button = new;
			end
			else
			begin
				count = count + 19'b1;
			end
		end
	end	
endmodule
</file>
==> CHANGELOG.md <==
### Implementation results

* Post-route ant nets at 0
* Hold_sp: count[18]
* CP arrival at 1.79 ns
* Unique masters post-synth at 31
* P&R area growth vs syn at 13.75%
* Syn Area/Cell at 9.179 sq um
* CP startpoint: count[8]
* First-pass GRT wire length at 3.360 mm
* Tmin final at 1.840 ns
* Largest net degree at the start of global routing at 19
* Area after DPL at 0.001134 sq mm
* Skew final at 0.002158 ns
* Setup TNS at 0 ns
* Slew Limit Fails at 0
* Detailed-route DRC error count at 0
* Status: completed
* Max transition margin at 68.65%
* Die height at 98 microns
* PortBufs at 3
* F_max at 543.5 MHz
* Reg-to-Reg Start: count[8]
* Routed WL at 1.841 mm
* Worst-Skew Late Latency at 0.26 ns
* Setup Buffers After CTS at 0
* Slowest cell on crit path: dfxtp_1
* MaxCap Viol Count at 0
* Hold Fails Final Rpt at 0
* First DRT Iteration DRCs at 47
* I/O pin total at 4
* Clk pin slew, worst setup/hold paths at 0.08 ns
* Most frequent logic cell in the layout: dfxtp_1
* CTS Buf Count at 3
* Synthesis area per yosys at 0.001037 sq mm
* Worst Path Max Fanout at 8
* Pwr dens at 514.8 mW/mm^2
* Biggest area cells: dfxtp_1 37%, xor2_1 9.3%, edfxtp_1 5.8%
* Post-synth regs at 21
* Req. time, crit path at 2.45 ns
* Die Size at 0.009604 sq mm
* GRT Overall Usage at 3.921%
* Routability cong. at 0.8019
* Init Core Util at 17.52%
* # hold bufs at CTS at 0
* Worst setup path class: register to register
* Layout cells sized above 1 at 7.759%
* Die width at 98 microns
* TritonCTS clock tree: done
* Leak at 0.0003746 uW
* Register share after synthesis at 42.46%
* Core Box Area at 0.005921 sq mm
* Final Non-Filler Cells at 191
* TritonCTS Sinks at 21
* CTS resizes at 0
* Tcrit/Tclk final at 73.60%
* Placed cells at 187
* ANT cells at 0
* Worst path cell trace: nor4b_1, nand3_1, o31ai_1
* Drt wl/cell at 9.639 microns
* CP peak stage delay at 0.51 ns
* Critical Path End Type: register
* CTS Root Cell: clkbuf_8
* VDD IR max at 0.4232 mV
* Syn. warnings at 1
* Area leader share at 36.67%
* DP Wirelength at 1.261 mm
* Startpoint types: register
* Cells after Synth at 113
* Syn Std Cell Area at 0.001037 sq mm
* Core Rows at 28
* Worst Tran Pin Value at 0.4638 ns
* HP Class: register to register
* Vias in the first global route at 757
* Buffer and inverter count on the worst path at 0
* Max Buffers Root-to-Sink at 2
* Finish-stage setup viols at 0
* Top cell type by total area after synthesis: dfxtp_1
* Log Warnings at 26
* Yosys cell count at 113
* Final instance area at 0.001180 sq mm
* CTS H-tree lvls at 1
* Hold Slack at 0.4736 ns
* Overflow after GRT at 0
* Crit path max-delay family: simple AND/OR/NAND/NOR gates
* First drt pass iteration count at 4
* RSZ-0062 raised after global routing: false
* Initial antenna violation count at 0
* Detailed-route via count at 773
* Top Layout Cells: 19 x dfxtp_1, 13 x nor2_1, 11 x xor2_1, 7 x nand3_1, 7 x a21oi_1
* DR vias/cell at 4.047
==> cells in the mapped netlist <==
cell and count:
a21oi_1 7, and2_1 1, and3_1 3, and4_1 2
and4_4 1, buf_2 1, buf_6 2, clkbuf_1 2
dfxtp_1 19, edfxtp_1 2, ha_1 2, inv_1 5
mux2_1 1, mux2_2 1, nand2_1 4, nand2b_1 2
nand3_1 7, nand3_4 1, nand4_1 5, nand4_2 1
nor2_1 13, nor4_1 1, nor4b_1 1, nor4bb_1 2
o21ai_0 4, o21ai_1 2, o31ai_1 3, or3_1 3
or4_1 3, xnor2_1 1, xor2_1 11
==> worst reg2reg max path, cell delays in order, from the launching register on <==
cell and delay, ns:
dfxtp_1 0.51, nor4b_1 0.45, nand3_1 0.23, o31ai_1 0.33
==> flip-flops by register name, summed over array words and instances, names as in the netlist <==
name              cells
debounced_button      1
new                   1
count                19
==> per-stage QoR <==
step	setup slack [ns]	total power, uW	utilization, %
2_1_floorplan	0.8032	377.2	-
3_3_place_gp	0.6744	390.7	19.15
3_5_place_dp	0.6582	390.7	19.15
4_1_cts	0.7009	614.6	19.93
5_1_grt	0.5423	633.3	19.93
6_report	0.6600	607.4	19.93
==> cell type report <==
type	count	area [sq um]
Sequential cell	21	440.4
Clock inverter	1	5.005
Clock buffer	3	41.29
Multi-Input combinational cell	82	543.0
Fill cell	642	4741
Inverter	5	18.77
Tap cell	75	93.84
Timing Repair Buffer	4	37.54
==> where the power goes <==
part	leakage [uW]	switching, uW	internal (uW)
logic	0.000176	17.6	14.5
clock network	0.0000255	113	111
registers	0.000173	5.31	346
total	0.000375	136	471
==> final timing paths <==
kind	end	slack [ns]	depth (start not counted)
setup / recovery	debounced_button	0.66	3
hold / removal	count[18]	0.47	2
setup reg to reg	debounced_button	0.66	3
hold reg to reg	count[18]	0.47	2
==> kinds of logic (layout without fill, tap and decap cells) <==
| group | after synthesis | count (layout) | share of synthesized area (%) |
|---|---|---|---|
| buffers and inverters | 10 | 13 | 5.187 |
| AOI/OAI and AO/OA | 16 | 16 | 8.444 |
| DFF | 21 | 21 | 42.46 |
| and+or+nand+nor | 50 | 50 | 29.19 |
| muxes | 2 | 2 | 2.171 |
| xor gates and xnor gates | 12 | 12 | 10.13 |
| adders and majority gates | 2 | 2 | 2.412 |
==> layer usage <==
| metal | global-route usage [%] | vias up | part of all wire, % |
|---|---|---|---|
| met5 | 0 | - | 0 |
| met4 | 0.1119 | 0 | 0 |
| met3 | 1.138 | 0 | 3.2 |
| met2 | 6.244 | 7 | 43 |
| met1 | 5.433 | 357 | 54 |
| li1 | - | 409 | - |
Power is estimated from default activity; no workload was simulated.
