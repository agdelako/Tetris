===== design.v =====
`timescale 1ns / 1ps
module Grid(
			vclk,
			sw_grid,
			hcount,
			vcount,
			pixel_grid
);
	input						vclk; 
	input						sw_grid;
	input		[10:0]	hcount;
  input 	[9:0]	 	vcount;
	output	[7:0]		pixel_grid;
	reg		[7:0]			pixel_grid;
	always @(posedge vclk)
	begin
			if (sw_grid)
			begin
				if ((hcount >= 104 && hcount <= 468) && (vcount >= 17 && vcount <= 589) && 
						(hcount == 104 || hcount == 130 || hcount == 156 || hcount == 182 || 
						hcount == 208 || hcount == 234 || hcount == 260 || hcount == 286 || 
						hcount == 312 || hcount == 338 || hcount == 364 || hcount == 390 || 
						hcount == 416 || hcount == 442 || hcount == 468 ||
						vcount == 17 || vcount == 43 || vcount == 69 || vcount == 95 ||
						vcount == 121 || vcount == 147 || vcount == 173 || vcount == 199 ||
						vcount == 225 || vcount == 251 || vcount == 277 || vcount == 303 ||
						vcount == 329 || vcount == 355 || vcount == 381 || vcount == 407 ||
						vcount == 433 || vcount == 459 || vcount == 485 || vcount == 511 ||
						vcount == 537 || vcount == 563 || vcount == 589))
						pixel_grid = 8'b1111_1111;
				else
						pixel_grid = 8'b0000_0000;
			end
	end
endmodule

===== run.sh =====
#!/bin/bash
# OpenROAD 26Q1-2900-gdf79404cd8, Yosys 0.63+post, stock flow scripts
make -C /OpenROAD-flow-scripts/flow DESIGN_CONFIG=/design/flow/config.mk WORK_HOME=/design/flow/orfs finish

===== config.mk =====
export PLATFORM = sky130hd
export DESIGN_NAME = Grid
export DESIGN_NICKNAME = Grid
export VERILOG_FILES = /design/flow/design.v
export SDC_FILE = /design/flow/constraint.sdc
export NUM_CORES = 4
export LEC_CHECK = 1
export CORE_AREA = 10 10 92 92
export DIE_AREA = 0 0 102 102

===== constraint.sdc =====
current_design Grid

set clk_period 3.3
set clk_io_pct 0.2

create_clock -name clk0 -period $clk_period [get_ports {vclk}]

set non_clock_inputs [all_inputs -no_clocks]
set_input_delay [expr $clk_period * $clk_io_pct] -clock clk0 $non_clock_inputs
set_output_delay [expr $clk_period * $clk_io_pct] -clock clk0 [all_outputs]

==> impl_metrics.ini <==
; generated from flow reports
[placement]
detailed_place_hpwl_mm = 2.08
dp_cells = 206
placement.io_buffers = 30
gp_congestion = 0.905
dp_slack_ns = 0.481

[routing]
vias_per_inst = 4.83
detailroute.via_count = 995
num_antenna_cells = 0
ant_nets = 0
detail_route.first_pass.iterations = 4
routedWlPerCell_um = 13.4
drc_violations = 0
wirelength_mm = 2.76
dr.first_iter.drc_count = 37

[finish]
lay_top_count = clkdlybuf4s50_1
fill_cells = 738
drive_gt1_share_pct = 3.88
final_layout_top_logic_cells = clkdlybuf4s50_1, nor2_1, nor4bb_1, nor4_1
largest_register_ff_count = 1
area_growth_pct = 25.8
final_core_util_pct = 17.5
layout.cells.non_filler = 206

[yosys]
mapped_cell_area_um2 = 896
yosys.stat.chipArea_um2 = 896
syn-mean-instance-area_um2 = 7.40
post_synth_num_cell_types = 48
sequential_area_share_after_synthesis_pct = 3.35
ys_ff = 1
ys_cells = 121
syn-instance-count = 121
async_reset_ff_share_pct = 0
synthesis.yosys.warnings = 1
ys.flop_type = edfxtp_1
number_of_enable_flip_flop_cells = 1

[sta]
finalHoldWorstSlack_ns = 1.26
setup_violations = 0
rsz0062_at_grt = false
timing_max_transition_violations_final = 0
max-slew-margin-rel_pct = 63.4
finalHoldViolations = 0
sum_of_negative_setup_slack_ns = 0
worst_slack_ns = 0.472
clock.fmax_mhz = 354
finalCritPeriodShare_pct = 85.7
timing_worst_slew_pin_value_ns = 0.547
layout_min_cycle_time_ns = 2.83

[setup_path]
worst-path-max-fanout = 16
slowest_delay_ns = 0.68
crit_buf_inv = 1
crit_chain = clkdlybuf4s50_1 > or3b_1 > a2111oi_0 > or4_1 > o2111ai_1 > a31oi_1
nature_of_the_critical_path_endpoint = flip-flop
critical_path.startpoint_type = input pin
cell_with_the_biggest_individual_delay_on_the_critical_path = clkdlybuf4s50_1
worstPathArrival_ns = 2.67
timing.setup.critical_path_class = input pin to flip-flop
required_ns = 3.14
cp_top_family = buffers and inverters

[flow_run]
openroad.warnings = 28
max_cap_violations = 0

[clock_network]
clk_pin_slew_worst_paths_ns = 0
cts_post_setup_buffers_inserted = 0
cts-hold-fix-buffers = 0
cts_repair_resize_count = 0

[die]
initial_utilization_pct = 13.9
die_height_um = 102
die-area_um2 = 10400
core-area_um2 = 6460
floorplan.io_pins = 31
die_width_um = 102
core.rowCount = 29

[pwr]
power.clock.fraction_pct = 0
internal_power_mw = 0.0694
seqPwrFrac_pct = 13.5
power_frac_comb_pct = 86.5
total_leakage_power_nw = 0.321
powerDensity_nw_per_um2 = 109
vdd_drop_max_mv = 0.0315
power_switching_mw = 0.0530
swShare_pct = 43.3

[global_route]
grt_util_all_layers_pct = 4.72
wire_length_of_the_first_global_routing_pass_mm = 4.25
largest_net_degree_at_the_start_of_global_routing = 19
grt_util_met2_pct = 8.15
grt_antenna_before_repair = 0
grt.busiest_layer = met2
grt_pass1_vias = 819
use_met3_pct = 0.682
grt_overflow = 0
groute.layer.met1.usage_pct = 6.47

[worst_hold_path]
holdCritPathClass = input pin to flip-flop

[run_status]
status = complete, no violations
## final cells by class
| class | count | area [µm²] | area share [%] |
|---|---|---|---|
| Timing Repair Buffer | 30 | 300 | 26.6 |
| Inverter | 4 | 15.0 | 1.33 |
| Sequential cell | 1 | 30.0 | 2.66 |
| Tap cell | 77 | 96.3 | 8.55 |
| Multi-Input combinational cell | 94 | 686 | 60.8 |
## logic make-up (layout without fill, tap and decap cells)
| group | Yosys count | in the layout | share of synthesized area [%] |
|---|---|---|---|
| AND/OR/NAND/NOR | 62 | 62 | 47.5 |
| flip-flops | 1 | 1 | 3.35 |
| XOR/XNOR | 1 | 1 | 0.978 |
| AND-OR/OR-AND | 31 | 31 | 28.1 |
| buffers and inverters | 26 | 34 | 20.1 |
## metal layers
layer  vias to the layer above  part of all wire [%]
met5                         -                     0
li1                        504                     -
met3                         0                   5.7
met1                       465                    45
met4                         0                     0
met2                        26                    49
## path summary, 6_finish.rpt
kind / startpoint / endpoint / slack, ns / cells past startpoint
hold / removal: sw_grid / pixel_grid[6] / 1.26 / 1
setup / recovery: vcount[3] / pixel_grid[6] / 0.47 / 6
## cells in the mapped netlist (2+ instances only)
master,number,area share [%]
nor2_1,9,3.8
buf_4,8,6.7
nor4_1,6,4.2
nor4bb_1,6,6.7
buf_6,5,6.3
nand3_1,5,2.8
o2111ai_1,5,4.9
buf_2,4,2.2
clkbuf_1,4,1.7
inv_1,4,1.7
nand4b_1,4,3.9
a2111oi_0,3,2.9
a31oi_1,3,2.1
nand2_1,3,1.3
nand3b_1,3,2.5
nand4_1,3,2.1
nor4b_1,3,2.9
o211ai_1,3,2.5
or3b_1,3,2.9
nand2b_1,2,1.4
nor2b_1,2,1.4
nor3_1,2,1.1
nor3b_1,2,1.7
o21ai_0,2,1.1
o221ai_1,2,2.0
o41ai_1,2,2.0
or4_1,2,1.7
## power groups by stage
stage / combinational (mW) / sequential, mW / clock (mW)
after CTS: 0.106 / 0.0167 / 0
after global routing: 0.116 / 0.0169 / 0
final: 0.106 / 0.0165 / 0
## metrics by stage
step | power (mW) | area (µm²)
after floorplan | 0.0831 | 896
after global placement | 0.122 | 1130
after detailed placement | 0.122 | 1130
after CTS | 0.123 | 1130
after global routing | 0.133 | 1130
final | 0.122 | 1130
Power figures rest on the tool's default switching activity, not on a simulated workload.
